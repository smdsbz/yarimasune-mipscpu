### flow/config.mk
export PLATFORM = sky130hd
export DESIGN_NAME = ID_EX
export DESIGN_NICKNAME = ID_EX
export VERILOG_FILES = /design/flow/design.v
export SDC_FILE = /design/flow/constraint.sdc
export NUM_CORES = 4
export LEC_CHECK = 1
export CORE_AREA = 10 10 322 322
export DIE_AREA = 0 0 332 332
### flow/constraint.sdc
current_design ID_EX

set clk_period 1.0
set clk_io_pct 0.2

create_clock -name clk0 -period $clk_period [get_ports {clk}]

set non_clock_inputs [all_inputs -no_clocks]
set_input_delay [expr $clk_period * $clk_io_pct] -clock clk0 $non_clock_inputs
set_output_delay [expr $clk_period * $clk_io_pct] -clock clk0 [all_outputs]
### flow/design.v
`timescale 1ns / 1ps
module ID_EX#(parameter PC_BITS=32,parameter IR_BITS=32,parameter DATA_BITS=32)(
    input clk,
    input zero,
    input stall,
    input [PC_BITS-1:0] PC_in,
    input [IR_BITS-1:0] IR_in,
    input  Jmp,         
    input  Jr,          
    input  Jal,         
    input  Beq,         
    input  Bne,         
    input  MemToReg,    
    input  MemWrite,    
    input  [3:0]AluOP,       
    input  AluSrcB,     
    input  RegWrite,    
    input  Syscall,     
    input  [1:0] ExtrWord,    
    input  ToLH,        
    input  ExtrSigned,    
    input  Sh,
    input  Sb,
    input  [1:0] ShamtSel,  
    input  [1:0] LHToReg,   
    input  Bltz,
    input  Blez,
    input  Bgez,
    input  Bgtz,
    input [15:0]imm_16,
    input [25:0]imm_26,
    input [DATA_BITS-1:0]regfile_out1,
    input [DATA_BITS-1:0]regfile_out2,
    input [5:0]write,     
    input [DATA_BITS-1:0]a0,
    input [DATA_BITS-1:0]v0,
    input [DATA_BITS-1:0]ra,
    input [4:0]shamt,
    input SignedExt,
    input [DATA_BITS - 1:0] lo,
    input [DATA_BITS - 1:0] hi,
    input ld,
    input [5:0] ReadRegister1Num,
    input [5:0] ReadRegister2Num,
    output reg ld_out,
    output reg SignedExt_out,
    output reg [4:0] shamt_out,
    output reg [15:0]imm_16_out,
    output reg [25:0]imm_26_out,
    output reg [DATA_BITS-1:0]regfile_out1_out,
    output reg [DATA_BITS-1:0]regfile_out2_out,
    output reg [DATA_BITS-1:0]a0_out,
    output reg [DATA_BITS-1:0]v0_out,
    output reg [DATA_BITS-1:0]ra_out,
    output reg [DATA_BITS - 1:0] lo_out,
    output reg [DATA_BITS - 1:0] hi_out,
    output reg [5:0]write_out,
    output reg  Jmp_out,         
    output reg  Jr_out,          
    output reg  Jal_out,         
    output reg  Beq_out,         
    output reg  Bne_out,         
    output reg  MemToReg_out,    
    output reg  MemWrite_out,    
    output reg  [3:0]AluOP_out,       
    output reg  AluSrcB_out,     
    output reg  RegWrite_out,    
    output reg  Syscall_out,     
    output reg  [1:0] ExtrWord_out,    
    output reg  ToLH_out,        
    output reg  ExtrSigned_out,    
    output reg  Sh_out,
    output reg  Sb_out,
    output reg  [1:0] ShamtSel_out,  
    output reg  [1:0] LHToReg_out,   
    output reg  Bltz_out,
    output reg  Blez_out,
    output reg  Bgez_out,
    output reg  Bgtz_out,
    output reg [PC_BITS-1:0] PC_out,
    output reg [IR_BITS-1:0] IR_out,
    output reg [5:0] ReadRegister1Num_out,
    output reg [5:0] ReadRegister2Num_out
);
        always @(posedge clk)
            begin
                if(zero )begin
                    PC_out<=0;
                    IR_out<=0;
                    write_out<=0;
                    ToLH_out<=0;
                    Syscall_out<=0;
                    Sh_out<=0;
                    Sb_out<=0;
                    RegWrite_out<=0;
                    MemWrite_out<=0;
                    MemToReg_out<=0;
                    Jr_out<=0;
                    Jmp_out<=0;
                    Jal_out<=0;
                    ExtrSigned_out<=0;
                    Bne_out<=0;
                    Bltz_out<=0;
                    Blez_out<=0;
                    Bgtz_out<=0;
                    Bgez_out<=0;
                    Beq_out<=0;
                    AluSrcB_out<=0;
                    v0_out<=0;
                    regfile_out2_out<=0;
                    regfile_out1_out<=0;
                    ra_out<=0;
                    a0_out<=0;
                    shamt_out<=0;
                    AluOP_out<=0;
                    imm_26_out<=0;
                    imm_16_out<=0;
                    ShamtSel_out<=0;
                    LHToReg_out<=0;
                    ExtrWord_out<=0;
                    SignedExt_out<=0;
                    lo_out <= 0;
                    hi_out <= 0;
                    ld_out <= 0;
                    ReadRegister1Num_out <= 0;
                    ReadRegister2Num_out <= 0;
                    end
                else  if(stall)
                    begin
                    PC_out<=PC_in;
                    IR_out<=IR_in;
                    write_out  <=  write;
                    ToLH_out  <=  ToLH;
                    Syscall_out  <=  Syscall;
                    Sh_out  <=  Sh;
                    Sb_out  <=  Sb;
                    RegWrite_out <= RegWrite;
                    MemWrite_out <= MemWrite;
                    MemToReg_out <= MemToReg;
                    Jr_out <= Jr;
                    Jmp_out <= Jmp;
                    Jal_out <= Jal;
                    ExtrSigned_out <= ExtrSigned;
                    Bne_out <= Bne;
                    Bltz_out <= Bltz;
                    Blez_out <= Blez;
                    Bgtz_out <= Bgtz;
                    Bgez_out <= Bgez;
                    Beq_out <= Beq;
                    AluSrcB_out     <= AluSrcB;
                    v0_out <= v0;
                    regfile_out2_out <= regfile_out2;
                    regfile_out1_out <= regfile_out1;  
                    ra_out <= ra;
                    a0_out <= a0;
                    shamt_out <= shamt;
                    AluOP_out <= AluOP;
                    imm_26_out <= imm_26;
                    imm_16_out <= imm_16;
                    ShamtSel_out <= ShamtSel;
                    LHToReg_out <= LHToReg;
                    ExtrWord_out <= ExtrWord;
                    SignedExt_out<=SignedExt;
                    lo_out <= lo;
                    hi_out <= hi;
                    ld_out <= ld;
                    ReadRegister1Num_out <= ReadRegister1Num;
                    ReadRegister2Num_out <= ReadRegister2Num;
                    end
                else;
            end
    endmodule
### flow/run.sh
#!/bin/bash
# OpenROAD 26Q1-2900-gdf79404cd8, Yosys 0.63+post, stock flow scripts
make -C /OpenROAD-flow-scripts/flow DESIGN_CONFIG=/design/flow/config.mk WORK_HOME=/design/flow/orfs finish
==> Slide: Implementation Results <==
Synthesis and Place & Route Summary

Outcome
  – Result of the run: finished with violations
  – Violated checks: setup timing

Pwr
  – Worst vdd rail ir drop: 1310 µV
  – Areal power density over the cells: around 1600 nW/µm²
  – Leak Pwr: between 0.01 and 0.015 µW

Clock tree
  – Root cell of the clock tree: sky130_fd_sc_hd__clkbuf_16
  – Total number of clock tree sinks: 383
  – CTS Buf Count: 46
  – H-tree levels: 2
  – Max clock buf depth: 3
  – Clock Latency Late Sink: between 0.5 and 0.6 ns
  – Post-CTS clock slew at the launch and capture registers of the worst setup and hold paths: 0.06 ns
  – TritonCTS clock tree: done

Global routing
  – Total gr overflow: 0
  – Number of antenna violations at the first check in global routing: 4
  – First-pass GRT wire length: 82800 µm
  – All-Layer GR Usage: 0.0998
  – Via count of the first global-routing pass: about 12000
  – Largest net degree at the start of global routing: 34

Synthesis
  – Yosys simple share: 0.103
  – XOR Share, Synth: 0
  – Synth Register Bits: 383
  – Distinct lib cells used: 10
  – Yosys warnings: 1
  – Logic family by area: multiplexers
  – AND-OR/OR-AND share of the synthesized area: 0
  – # Cells Yosys: 1235
  – Largest cells by area after synthesis: sky130_fd_sc_hd__dfxtp_1 (55%), sky130_fd_sc_hd__mux2i_1 (28%), sky130_fd_sc_hd__nor2_1 (10%)
  – Post-synthesis instance area: between 10000 and 15000 µm²
  – Share of Yosys cell area claimed by the top area cell type: 0.551
  – Post-synthesis share of cell area spent on full adders, half adders and majority gates: 0
  – Cell taking the most area after synthesis: sky130_fd_sc_hd__dfxtp_1
  – Sequential share of the synthesized area: 0.551
  – Mux share of post-synthesis cell area: 0.276
  – Yosys-reported design area after synthesis: about 14000 µm²
  – Post-Synthesis Mean Instance Area: 11.3 µm²
  – Post-Synthesis Cells: 1235

Worst hold path
  – Path type of the worst min-delay path: in2reg
  – HP Start: stall

Routing
  – Vias post-DR: 11600
  – Final WL: approximately 57000 µm
  – Routed length per placed instance: 16.9 µm
  – Number of optimization iterations in the first detailed-route pass: 4
  – First DRT Iteration DRCs: 336
  – Remaining antenna violation count: 0
  – DRC violation count after routing: 0
  – Vias per inst: 3.44
  – Total inserted antenna cells: 0

Setup path
  – Delay of the slowest critical-path stage: around 0.40 ns
  – Count of buffering cells on the critical path with inverters included: 1
  – Ordered cell list for the critical path: buf_6
  – Launch point of the worst path: v0_out[31]
  – Setup Crit Path Kind: reg2out
  – Required time worst endpoint: 0.80 ns
  – Worst-path cell with the longest stage delay: sky130_fd_sc_hd__dfxtp_4
  – Data arrival time of the critical path: 1.11 ns
  – Sort of element at the start of the critical path: flop
  – Launch point of the worst reg-to-reg path: v0_out[31]
  – Critical Path Sink Type: primary output
  – Worst path top cell family by delay: flip-flops
  – Critical Path Fanout Max: 2

Placed design
  – Buffers added on ports: 768
  – HPWL after detailed placement: 45100 µm
  – GPL Wtd Cong: 0.833
  – Placed Area: 23100 µm²
  – DP Cell Count: 3276

Final timing
  – Tightest slew margin relative to the limit: 0.793
  – Final clock period utilization by the worst path: 1.31
  – Worst setup margin: -0.314 ns
  – Worst-case clock skew: 0 ns
  – Time the final worst path needs with I/O delays and setup: ~1.3 ns
  – Final setup violation count: between 300 and 400
  – Max Fclk: between 700 and 800 MHz
  – Transition time at the pin with the least slew margin: 0.310 ns
  – Unrepaired setup endpoints after global routing: true
  – Hold violation count in the final report: 0
  – Final Max Slew Viols: 0

Final layout
  – Post-route standard cell area excluding fillers: 24000 µm²
  – Non-filler cells, final: approximately 3400
  – Area growth, synth to finish: 72.7%
  – Share of final-layout standard cells stronger than drive strength 1: 0.446
  – Utilization after layout: 0.248
  – Most frequently placed logic cells in the final layout: sky130_fd_sc_hd__mux2i_1 (383), sky130_fd_sc_hd__nor2_1 (383), sky130_fd_sc_hd__clkdlybuf4s50_1 (383)

Die
  – Die boundary width: 332 µm
  – Chip footprint: 110000 µm²
  – FP Rows: 114
  – Effective utilization at floorplan: 0.144
  – Floorplan Core Area: around 97000 µm²
  – Die boundary height: 332 µm
  – Boundary Pins: 769

Flow run
  – Log Warnings: 27
  – Maximum capacitance violations: 0
-- state kept, by name, summed over array words and instances (netlist names), 4 cells and up --
| register | count |
|---|---|
| regfile_out1_out | 32 |
| imm_16_out | 16 |
| PC_out | 32 |
| a0_out | 32 |
| ReadRegister1Num_out | 6 |
| ReadRegister2Num_out | 6 |
| shamt_out | 5 |
| lo_out | 32 |
| hi_out | 32 |
| IR_out | 32 |
| imm_26_out | 26 |
| v0_out | 32 |
| AluOP_out | 4 |
| write_out | 6 |
| regfile_out2_out | 32 |
| ra_out | 32 |
-- cell families after synthesis --
kind of cell,Yosys count
DFF,383
buffers and inverters,86
muxes,383
and+or+nand+nor,383
-- final timing paths --
kind | slack [ns] | cells after the start | endpoint
setup reg to reg | 0.06 | 4 | v0_out[31]
hold reg to reg | 0.47 | 2 | ra_out[4]
setup / recovery | -0.31 | 1 | v0_out[31]
hold / removal | 0.10 | 4 | imm_26_out[7]
-- repair_timing --
item | 4_1_cts | 5_1_grt
hold buffers | 1 | 0
pin swaps | 0 | 0
endpoints found under the hold margin | 20 | 0
resized | 1803 | 25
setup buffers | 7 | 8
setup endpoints to repair | 384 | 383
-- synth_stat cells --
| cell | count |
|---|---|
| sky130_fd_sc_hd__buf_6 | 1 |
| sky130_fd_sc_hd__mux2i_1 | 383 |
| sky130_fd_sc_hd__dfxtp_1 | 383 |
| sky130_fd_sc_hd__buf_4 | 1 |
| sky130_fd_sc_hd__clkbuf_1 | 30 |
| sky130_fd_sc_hd__buf_12 | 34 |
| sky130_fd_sc_hd__buf_1 | 8 |
| sky130_fd_sc_hd__nor2_1 | 383 |
| sky130_fd_sc_hd__buf_2 | 5 |
| sky130_fd_sc_hd__buf_8 | 7 |
-- final cells by class --
class	count	area, µm²
clock inverters	14	151
multi-input cells	766	5270
fillers	10400	72700
well taps	1276	1600
repair buffers	867	7490
clock buffers	69	1350
flip-flops and latches	383	8170
-- per-layer routing --
layer / global-route usage / part of all wire / vias to the layer above
met3: 0.0482 / 0.11 / 78
met4: 0.0183 / 0.022 / 8
li1: - / - / 5762
met2: 0.168 / 0.49 / 488
met5: 0 / 0.0010 / -
met1: 0.115 / 0.38 / 5281
-- power breakdown --
part | total, µW | switching [µW] | internal (µW)
Combinational | 5280 | 1870 | 3410
Clock | 16700 | 6820 | 9840
Sequential | 16900 | 511 | 16400
Total | 38800 | 9200 | 29600
-- per-stage QoR --
step                total power (µW)  setup TNS (ns)  hold slack (ns)  setup WS [ns]
global placement               22900          -56.71            0.470         -0.421
floorplan                      18800               0            0.347         0.0208
global route                   40700         -107.93           0.0868         -0.395
CTS                            39600         -109.35           0.0421         -0.413
finish                         38800          -80.35            0.103         -0.314
detailed placement             22900          -59.03            0.479         -0.414
Power and IR drop assume default switching activity.
